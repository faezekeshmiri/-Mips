==> design/flow/design.v <==
`timescale 1ns / 1ps
module IDEX(
input hit,
input clk,
input [31:0] PC,
input controlUnitSignal,
input [31:0] readData1,
input [31:0] readData2,
input [31:0] immediate,
input [4:0] rt,
input [4:0] rd,
input RegDst,
input AluSrc,
input MemtoReg,
input RegWrite,
input MemRead,
input MemWrite,
input Branch,
input [1:0] AluOp,
output reg [31:0] pcOut,
output reg controlUnitSignalOut,
output reg [31:0] readData1Out,
output reg [31:0] readData2Out,
output reg [31:0] immediateOut,
output reg [4:0] rtOut,
output reg [4:0] rdOut,
output reg RegDstOut,
output reg AluSrcOut,
output reg MemtoRegOut,
output reg RegWriteOut,
output reg MemReadOut,
output reg MemWriteOut,
output reg BranchOut,
output reg [1:0] AluOpOut
    );
	 always @(negedge clk)begin
	 if(hit == 1)
	 pcOut = PC;
	 controlUnitSignalOut = controlUnitSignal;
	 readData1Out = readData1;
	 readData2Out = readData2;
	 immediateOut = immediate;
	 rtOut = rt;
	 rdOut = rd;
	 RegDstOut = RegDst;
	 AluSrcOut = AluSrc;
	 MemtoRegOut = MemtoReg;
	 RegWriteOut = RegWrite;
	 MemReadOut = MemRead;
	 MemWriteOut = MemWrite;
	 BranchOut = Branch;
	 AluOpOut = AluOp;
	 end
endmodule
==> design/flow/run.sh <==
#!/bin/bash
# OpenROAD 26Q1-2900-gdf79404cd8, Yosys 0.63+post, stock flow scripts
make -C /OpenROAD-flow-scripts/flow DESIGN_CONFIG=/design/flow/config.mk WORK_HOME=/design/flow/orfs finish
==> design/flow/config.mk <==
export PLATFORM = sky130hd
export DESIGN_NAME = IDEX
export DESIGN_NICKNAME = IDEX
export VERILOG_FILES = /design/flow/design.v
export SDC_FILE = /design/flow/constraint.sdc
export NUM_CORES = 4
export LEC_CHECK = 1
export CORE_AREA = 10 10 180 180
export DIE_AREA = 0 0 190 190
==> design/flow/constraint.sdc <==
current_design IDEX

set clk_period 1.0
set clk_io_pct 0.2

create_clock -name clk0 -period $clk_period [get_ports {clk}]

set non_clock_inputs [all_inputs -no_clocks]
set_input_delay [expr $clk_period * $clk_io_pct] -clock clk0 $non_clock_inputs
set_output_delay [expr $clk_period * $clk_io_pct] -clock clk0 [all_outputs]
==> qor.csv <==
stage,metric,value,unit
cts,clock_path_buffers,2,
final_layout,final_util,0.252,
cts,root_buffer,clkbuf_16,
job,max_cap_viol_count,0,
placement,gp_congestion,0.770,
routing,drc,0,
routing,antenna_cells,0,
critical_path,cp-start-kind,flip-flop,
global_route,grt.total_usage,0.0723,
power,power,15.7,mW
logic_synthesis,ys.flops,148,
run_status,status,"finished, violations left",
critical_path,cpPeakStageDelay,390,ps
cts,postCtsHoldBufs,0,
global_route,overflow,0,
critical_path,crit_buf_inv,1,
global_route,grt_pass1_vias,3241,
floorplanning,num_io_pins,298,
floorplanning,fp_util,0.115,
global_route,antenna_found_initial,0,
final_layout,logic_area,0,µm²
sta,hold_viol,0,
critical_path,crit_type,reg -> out,
cts,cts_setup_buffers,0,
routing,drtAntennaViolNets,0,
critical_path,crit_cells,1,
final_layout,drive_gt1_frac,0.317,
floorplanning,die_y,190,µm
final_layout,n_fill_cell,2952,
floorplanning,rows,62,
placement,dpl.hpwl,10900,µm
worst_hold_path,hold_class,in -> reg,
worst_hold_path,hold_depth,1,
placement,place_ws,-738,ps
placement,port_buffers,297,
global_route,grt_max_degree,17,
logic_synthesis,yosys_cells,149,
critical_path,crit_slowest_cell,edfxtp_1,
critical_path,critPathRequiredTime,800,ps
placement,placed_area,6760,µm²
job,warning_count,175,
power,pwr_density_cell,2170,nW/µm²
routing,avgRoutedWirePerCell,13.6,µm
sta,tns,-81230,ps
sta,setup_viol,166,
cts,cts_tree,done,
sta,slew_headroom,0.879,
routing,finalWirelength,13800,µm
logic_synthesis,syn-cell-area,3290,µm²
sta,rsz0062_at_grt,true,
critical_path,worstPathArrival,1460,ps
sta,slew_viol_final,0,
logic_synthesis,yosysChipArea,3290,µm²
cts,numCtsBuffers,17,
cts,htreeDepth,4,
sta,tightestPinTransition,182,ps
routing,vias,2883,
floorplanning,design.core.area,28600,µm²
power,peakVddDrop,0.000904,V
cts,cts_sinks,148,
final_layout,fin_area,7230,µm²
logic_synthesis,synth_seq_share,0.999,
logic_synthesis,yosysWarnings,1,
power,p_leak,3.58,nW
final_layout,nMultiInputCombCells,0,
floorplanning,die_w,190,µm
critical_path,crit_path_start,pcOut[22],
critical_path,cp-endpoint,pcOut[22],
run_status,violations,setup timing,
final_layout,area_delta_synth_final,120,%
routing,first_pass_iters,4,
logic_synthesis,syn_inst,149,
logic_synthesis,syn_area_per_cell,22.1,µm²
critical_path,worstPathCellList,buf_2,
routing,viasPerCell,2.85,
critical_path,cp_max_fo,1,
critical_path,crit_path_end_kind,primary output,
routing,drt_iter0_markers,66,
cts,clk_pin_slew_worst_paths,30,ps
global_route,grt_pass1_wl,19300,µm
sta,setup_slack,-659,ps
floorplanning,die_area,36100,µm²
critical_path,cp_top_family,flip-flops,
logic_synthesis,synth.distinct_cells,3,
==> cell type report <==
| type | instances | area (µm²) | share of cell area |
|---|---|---|---|
| tap | 384 | 480 | 0.0665 |
| clock buffer | 17 | 425 | 0.0589 |
| sequential | 148 | 3300 | 0.457 |
| clock inverter | 163 | 692 | 0.0958 |
| timing repair buffer | 300 | 2320 | 0.322 |
==> registers in the layout, summed over array words and instances, names as in the netlist, 2 cells and up <==
name and count:
rdOut 5, readData1Out 32, rtOut 5, immediateOut 32, readData2Out 32, pcOut 32, AluOpOut 2
==> layer usage <==
metal | part of all wire | wire, µm | vias up | GRT usage
met5 | 0 | 0 | - | 0
met4 | 0.014 | 199 | 0 | 0.0348
met3 | 0.14 | 1930 | 10 | 0.0570
met2 | 0.51 | 7040 | 191 | 0.117
met1 | 0.33 | 4600 | 1254 | 0.0638
li1 | - | - | 1428 | -
==> power by group <==
group / total (mW) / internal, mW / switching (mW)
clock: 8.12 / 4.23 / 3.89
combinational: 0.960 / 0.755 / 0.206
sequential: 6.60 / 6.53 / 0.0736
total: 15.7 / 11.5 / 4.17
==> kinds of logic after synthesis <==
kind of cell,synth area share
DFF,0.999
buffers and inverters,0.00114
==> cell usage in the layout (no fill, tap or decap) <==
cell type        count
buf_12               1
inv_8                2
clkinvlp_2           3
dfxtp_2             17
clkinv_4             7
dlygate4sd2_1        1
dfxtp_1             99
bufinv_16            1
clkdlybuf4s50_1    147
clkbuf_16           17
buf_2              147
bufbuf_16            2
inv_1              150
buf_6                2
edfxtp_1            32
==> timing repair <==
item,CTS,global route
resized,484,14
gates cloned,2,0
endpoints found under the setup margin,181,148
==> worst min path at each step <==
stage	start	to	slack, ps
final	PC[10]	pcOut[10]	650
after CTS	hit	pcOut[10]	650
after global routing	PC[10]	pcOut[10]	630
==> per-stage QoR <==
stage                     hold slack, ps  cells
after floorplan                      728    149
after global placement              1150    831
after detailed placement            1150    831
after CTS                            646   1012
after global routing                 633   1012
final                                653   1012
==> cell usage after synthesis <==
cell	n	area [µm²]
edfxtp_1	32	961
dfxtp_1	116	2320
inv_1	1	3.75
Power and IR drop assume default switching activity.
