[flow/design.v]
`timescale 1ns / 1ps
module EXMEM(
input RegWrite, 
input MemtoReg,
input memRead,
input memWrite,
input branch,
input zero,
input [31:0]AluRes,
input [31:0]writeData,
input [4:0]regDst,
input hit,
input clk,
output reg RegWriteOut, 
output reg MemtoRegOut,
output reg memReadOut,
output reg memWriteOut,
output reg branchOut,
output reg zeroOut,
output reg [31:0]AluResOut,
output reg [31:0]writeDataOut,
output reg [4:0]regDstOut
    );
	 always@(negedge clk)begin
		if (hit == 1) 
		begin
		 RegWriteOut = RegWrite; 
		 MemtoRegOut = MemtoReg;
	    memReadOut = memRead;
		 memWriteOut = memWrite;
		 branchOut = branch;
		 zeroOut = zero;
		 AluResOut = AluRes;
		 writeDataOut = writeData;
		 regDstOut = regDst;
		end
	 end
endmodule
[flow/run.sh]
#!/bin/bash
# OpenROAD 26Q1-2900-gdf79404cd8, Yosys 0.63+post, stock flow scripts
make -C /OpenROAD-flow-scripts/flow DESIGN_CONFIG=/design/flow/config.mk WORK_HOME=/design/flow/orfs finish
[flow/config.mk]
export PLATFORM = sky130hd
export DESIGN_NAME = EXMEM
export DESIGN_NICKNAME = EXMEM
export VERILOG_FILES = /design/flow/design.v
export SDC_FILE = /design/flow/constraint.sdc
export NUM_CORES = 4
export LEC_CHECK = 1
export CORE_UTILIZATION = 40
[flow/constraint.sdc]
current_design EXMEM

set clk_period 1.0
set clk_io_pct 0.2

create_clock -name clk0 -period $clk_period [get_ports {clk}]

set non_clock_inputs [all_inputs -no_clocks]
set_input_delay [expr $clk_period * $clk_io_pct] -clock clk0 $non_clock_inputs
set_output_delay [expr $clk_period * $clk_io_pct] -clock clk0 [all_outputs]
==> summary.txt <==
Results of the implementation run.

The tool warning count is a little over 100. Before placement the cells fill 42.81% of the core. The residual overflow from global routing came out at 0. For this run, the detailed router's first-pass iteration total came to 4. The final weighted congestion of routability-driven global placement is 0.7039. The die extent in y is ~77 um.

Traced cell by cell, the critical path runs through buf_2. The number of antenna violations at the first check in global routing is 0. Per the CTS log, the buffer count on the longest clock path is 2.

The unique cell type count in the Yosys netlist is 2. The wire length after detailed routing came out at roughly 5.2 mm. Setup repair after global routing could not meet its margin everywhere. The worst hold slack is approximately 0.54 ns.

Per STA, the highest per-stage delay on the worst path measures approximately 0.38 ns. Pin placement for this block handled around 150 I/O pins. The number of setup violations in the final report came out at roughly 77.

STA classifies the critical path endpoint as an output port. The flow ran to the end, but the final reports show violations. The synthesized netlist handed to floorplanning was reported with a cell count of 76. The tool flagged a number of max-cap violations equal to 0.

The power per unit of standard cell area came out at 1846 mW/mm^2. The amount of wire on met3 after detailed routing came out at between 600 and 700 um. The final reports fail on setup timing. The H-tree depth reported by CTS came out at 3. The growth of design area from synthesis to finish is 78.15%. In this run the worst path has a maximum fanout of 1.

The critical path in this run is classified as register to output port. The aoi/oai-family share of the synthesized area is 0%. The number of sinks on the clock net came out at 75. The core outline area came out at around 0.0053 sq mm. Dividing the detail-routed wire length by the instance count gives between 10 and 15 um.

The timing report gives the clock slew at the launch and capture registers of the worst setup and hold paths as ~0.05 ns. The width of the die came out at ~77 um. The final HPWL from detailed placement is approximately 3.5 mm.

The leakage power in the latest report is 1.874 nW. At the pin with the least slew margin, the transition time is 0.1213 ns. The multi-input logic cell count is 0. In the layout the commonest cells are edfxtp_1, inv_1, buf_2, clkdlybuf4s50_1, clkbuf_8. The average via count per standard cell is slightly above 4. The synthesized area came out at between 0.002 and 0.0025 sq mm. Per the post-synthesis stats, the area per cell is slightly below 30 sq um. The number of nets with antenna violations after detailed routing is 0.

The first global-routing pass estimated a little under 8 mm of wire. The top logic cell family in the synthesized netlist is buffers and inverters. The finished layout holds about 390 standard cells, fillers aside.

The slowest stage of the critical path belongs to the cell edfxtp_1. Sequential elements use 99.83% of the synthesized area. The sum of negative setup slack is -40.07 ns. According to the timing report, the arrival time at the worst endpoint equals roughly 1.4 ns. The highest metal layer with signal wires is met4. Cells with a size suffix above 1 make up just under 30% of the layout. The post-synthesis chip area from yosys is 0.002256 sq mm. Data on the critical path is required at its endpoint by 0.80 ns. The number of synthesis warnings is 1.

The hold-fix buffer count after cts came out at 0. The largest net degree at the start of global routing is 21. In this run the post-CTS setup repair buffer count came out at 0. The worst slew slack as a fraction of its limit came out at between 90% and 100%.

The synthesized design contains 75 register bits. The fraction of the mapped netlist area in simple logic gates came out at 0%. The number of placed instances, taps included came out at ~300.

The via count of the first global-routing pass came to ~1900. The layout filler cell count came out at 332. The area of all sequential standard cells is between 0.002 and 0.0025 sq mm. The total number of vias is around 1600. The type of element launching the critical path is a register. The number of placement rows is 26. The path class of the tightest hold or removal check is primary input to register. The multi-input combinational cell area came out at 0 sq um.

The worst path buffer plus inverter count came out at 1. The worst slack at placement came out at -0.5012 ns. The global-route usage over all layers is roughly a fifth.

The worst vdd rail ir drop is ~1300 uV. The count of buffers added on input and output ports is approximately 150. The number of DRC violations after detailed-routing iteration 0 came out at 30. The tree is rooted in a clkbuf_8. Yosys reports the multiplexer fraction of the synthesized area as 0%. The worst setup slack after layout came out at -0.6162 ns.

The wire length on met1 came out at between 1.5 and 2 mm. The die area is 0.005944 sq mm. In the detailed route, the total length drawn on met2 is 2.814 mm. In the routed netlist, the antenna diode instances number 0. The timing report attributes the biggest portion of critical-path delay to flip-flops.

In this run, the synthesized area fraction spent on adder and majority cells is recorded as 0%. The final count of hold timing violations came out at 0. The total CTS buffers is 9. The number of standard cells reported by yosys came out at ~76.

Summing internal, switching and leakage power gives roughly 7.4 mW. TritonCTS built the clock tree. After detailed routing, the number of remaining DRC violations is 0. The share of the synthesized netlist area taken by xor and xnor gates came out at 0%.

The number of pins with negative max-slew slack in the final report is 0.
==> cell families (layout without fill, tap and decap cells) <==
| family | Yosys count | after routing |
|---|---|---|
| buf+inv | 1 | 245 |
| flops | 75 | 75 |
==> path summary, 6_finish.rpt <==
kind | startpoint | end | slack [ns] | cells after the start
worst max-delay path | AluResOut[8]$_DFFE_NP_ | AluResOut[8] | -0.62 | 1
worst min-delay path | writeData[2] | writeDataOut[2]$_DFFE_NP_ | 0.54 | 1
==> cells in the mapped netlist, drive strengths merged <==
library cell  instances  share of area, %
edfxtp               75               100
inv                   1              0.17
==> sequential cells by signal, summed over array words and instances, names as in the netlist <==
name and count:
AluResOut 32, MemtoRegOut 1, RegWriteOut 1, branchOut 1
memReadOut 1, memWriteOut 1, regDstOut 5, writeDataOut 32
zeroOut 1
==> layer usage <==
metal,track usage (%),up-vias
li1,-,793
met4,7.925,0
met3,13.54,6
met5,0,-
met1,22.05,695
met2,31.16,101
==> repair_timing <==
action,CTS,global route
resized,236,2
endpoints found under the setup margin,150,77
pin swaps,0,0
cloned,2,0
endpoints found under the hold margin,0,0
==> power breakdown <==
part | leakage [nW] | switching (mW) | internal (mW) | total, mW
logic | 0.658 | 0.143 | 0.435 | 0.578
clock network | 0.482 | 1.76 | 1.27 | 3.03
registers | 0.734 | 0.0505 | 3.76 | 3.81
==> through the flow <==
stage | util, % | cell area (sq um)
floorplan | - | 2256
finish | 76.26 | 4019
detailed placement | 73.81 | 3890
global route | 76.26 | 4019
CTS | 76.16 | 4014
global placement | 73.81 | 3890
==> area by class of cell <==
class / instances / share of cell area [%]
sequential: 75 / 56.04
timing repair buffer: 155 / 30.76
clock inverter: 81 / 7.939
clock buffer: 9 / 3.082
tap: 70 / 2.179
Power is estimated from default activity; no workload was simulated.
