==> /design/flow/config.mk <==
export PLATFORM = sky130hd
export DESIGN_NAME = MEMWB
export DESIGN_NICKNAME = MEMWB
export VERILOG_FILES = /design/flow/design.v
export SDC_FILE = /design/flow/constraint.sdc
export NUM_CORES = 4
export LEC_CHECK = 1
export CORE_AREA = 10 10 109 109
export DIE_AREA = 0 0 119 119
==> /design/flow/constraint.sdc <==
current_design MEMWB

set clk_period 1.0
set clk_io_pct 0.2

create_clock -name clk0 -period $clk_period [get_ports {clk}]

set non_clock_inputs [all_inputs -no_clocks]
set_input_delay [expr $clk_period * $clk_io_pct] -clock clk0 $non_clock_inputs
set_output_delay [expr $clk_period * $clk_io_pct] -clock clk0 [all_outputs]
==> /design/flow/design.v <==
`timescale 1ns / 1ps
module MEMWB(
  input clk,
  input hit,
  input [31:0] ALUResult,
  input [4:0] writeReg,
  input [31:0] readData,
  input memToReg,
  input regWrite,
  output reg [31:0] ALUResultOut,
  output reg [4:0] writeRegOut,
  output reg [31:0] readDataOut,
  output reg memToRegOut,
  output reg regWriteOut
    );
   always@(negedge clk)
   begin
   if(hit==1)
		begin
		 ALUResultOut=ALUResult;
		 writeRegOut=writeReg;
		 readDataOut=readDataOut;
		 memToRegOut=memToReg;
		 regWriteOut=regWriteOut;
		end
   end
endmodule
==> /design/flow/run.sh <==
#!/bin/bash
# OpenROAD 26Q1-2900-gdf79404cd8, Yosys 0.63+post, stock flow scripts
make -C /OpenROAD-flow-scripts/flow DESIGN_CONFIG=/design/flow/config.mk WORK_HOME=/design/flow/orfs finish
==> impl_metrics.yaml <==
# yosys + openroad results
power_and_ir_drop:
  clockPowerShare: 0.418
  switching_power_mw: 1.04
  vdd_ir_drop_max_mv: 0.498
  power.density_cell_area_nw_per_um2: 1690
  cell_internal_pwr_mw: 2.79
  p_seq_frac: 0.504
  cellLeakagePower_nw: 1.06
  share_comb_of_total_power: 0.078
  switching_share: 0.272
clocking:
  clk_transition_reported_paths_ps: 40
  cts_tree: "done"
  ctsLongestPathBuffers: 2
  tritoncts.num_buffers: 5
  clock_tree.htree_level_count: 2
  root_buffer: "sky130_fd_sc_hd__clkbuf_8"
  cts_sinks: 38
  cts.repair_timing.setup_buffer_count: 0
sta:
  setup_viol_count_final: 54
  postLayoutSetupSlackWorst_ps: -561
  timing.final.max_slew_violations: 0
  hold_violations: 0
  setup_tns_ps: -19570
  rsz0062_at_grt: "true"
synth:
  post_synth_num_cell_types: 4
  syn_area_per_cell_um2: 19.1
  syn-cell-area_um2: 1400
  synthCells: 73
  synth_warnings: 1
  yosysChipArea_um2: 1400
  synth_sequential_area_ratio: 0.817
  yosys_cells: 73
  ys_ff: 38
worst_setup_path:
  crit_path_max_fanout: 1
  critical_path_depth: 1
  timing.critical_path.required_ps: 800
  cp_slowest_stage_delay_ps: 370
  cell_family_with_most_cp_delay: "flip-flops"
  setup.worst_path.class: "flip-flop to output pin"
  cp_slowest_cell: "sky130_fd_sc_hd__edfxtp_1"
  crit_path_cell_trace: "buf_2"
  critical_path_buf_inv_count: 1
  setup.worst_path.end_class: "output pin"
  data_arrival_time_at_the_worst_slack_endpoint_ps: 1360
  startpoint_type: "flip-flop"
grt:
  grt_remaining_overflow: 0
  grt_first_pass_wirelength_um: 6100
  initial_antenna_violation_count: 0
  groute.usage.overall: 0.0547
  grt_pass1_vias: 1161
  grt_max_degree: 21
placed_design:
  preCtsSetupSlack_ps: -533
  io_buffer_count: 77
  gp_congestion: 0.730
drt:
  drt-pass1-iter-count: 2
  insertedDiodeCount: 0
  vias_per_cell: 2.89
  drtIter0Drc: 24
  detail_route.drc_violations: 0
  routed_wl_um: 4030
  antenna_violating_nets_post_route: 0
  num_vias: 947
  avgRoutedWirePerCell_um: 12.3
floorplan:
  fp.dieW_um: 119
  design.die.area_um2: 14200
  fp.coreArea_um2: 9640
  fp.dieH_um: 119
  initial_core_util: 0.145
  fp-row-count: 36
  num_io_pins: 144
layout:
  synthToLayoutAreaGrowth_pct: 62.2
  layout-drive-gt1-share: 0.246
  finish.utilization: 0.235
hold_path:
  hold_path.class: "input pin to flip-flop"
  timing.hold.worst_path_depth: 1
flow_run:
  max_cap_violations: 0
  tool_warnings: 98
outcome:
  status: "finished with violations"
  violated_checks: "negative setup slack"
==> cells in the final DEF, fill, tap and decap left out <==
master and instances:
sky130_fd_sc_hd__buf_2 39, sky130_fd_sc_hd__edfxtp_1 38, sky130_fd_sc_hd__inv_1 38, sky130_fd_sc_hd__conb_1 33
sky130_fd_sc_hd__clkdlybuf4s50_1 31, sky130_fd_sc_hd__dlygate4sd2_1 6, sky130_fd_sc_hd__clkbuf_8 5, sky130_fd_sc_hd__buf_12 2
sky130_fd_sc_hd__inv_4 1, sky130_fd_sc_hd__clkinvlp_2 1, sky130_fd_sc_hd__dlymetal6s2s_1 1
==> sequential cells by signal, indices dropped and copies added (netlist names) <==
| register | flops |
|---|---|
| writeRegOut | 5 |
| ALUResultOut | 32 |
| memToRegOut | 1 |
==> worst paths after layout <==
kind,startpoint,end,slack (ps)
worst max-delay path,ALUResultOut[12],ALUResultOut[12],-560
worst min-delay path,ALUResult[21],ALUResultOut[21],550
==> power groups by stage <==
stage                 Combinational (mW)  Sequential, mW  Clock (mW)
final                              0.297            1.93        1.60
after global routing               0.336            1.94        1.97
after CTS                          0.316            1.93        1.76
==> cell families after synthesis <==
| family | count (synthesis) | share of synthesized area |
|---|---|---|
| flops | 38 | 0.817 |
| buf+inv | 34 | 0.180 |
| other cells | 1 | 0.00269 |
==> cells in the mapped netlist (all sizes together) <==
| cell | number | area (um2) |
|---|---|---|
| edfxtp | 38 | 1140 |
| buf | 33 | 248 |
| conb | 1 | 3.75 |
| inv | 1 | 3.75 |
==> routing by layer <==
metal  share of wire  global-route usage  wire, um  vias up
li1                -                   -         -      433
met1            0.39              0.0601      1590      410
met2            0.43              0.0709      1720       92
met3            0.16              0.0470       627       12
met4           0.023              0.0298        91        0
met5               0                   0         0        -
==> area by class of cell <==
class	count	area, um2
clock buffers	5	68.8
clock inverters	40	154
fillers	1046	7370
multi-input cells	33	124
flip-flops and latches	38	1140
well taps	133	166
repair buffers	79	611
==> what timing repair did <==
item                       CTS  global route
setup endpoints to repair   44            39
hold buffers                 0             0
resized                    125             1
==> stage by stage <==
step / hold slack [ps] / area (um2) / power, mW / instances
final: 552 / 2260 / 3.83 / 328
after global routing: 551 / 2260 / 4.24 / 328
after CTS: 646 / 2260 / 4.01 / 328
after detailed placement: 1160 / 2240 / 2.63 / 284
after global placement: 1150 / 2240 / 2.62 / 284
after floorplan: 799 / 1520 / 2.25 / 105
Power is estimated from default activity; no workload was simulated.
